==> /design/flow/design.v <==
`timescale 1ns / 1ps
module alu #(
    parameter WIDTH = 32
)(
        input logic [WIDTH-1:0] op1,
        input logic [WIDTH-1:0] op2,
        input logic [3:0] alu_ctrl,
        output logic [WIDTH-1:0] alu_result,
        output logic zero
    );
    always @(*) begin
        case (alu_ctrl)
            4'b0000: alu_result = op1 + op2;  
            4'b1000: alu_result = op1 - op2;  
            4'b0111: alu_result = op1 & op2;  
            4'b0110: alu_result = op1 | op2;  
            4'b0100: alu_result = op1 ^ op2;  
            4'b0001: alu_result = op1 << op2;  
            4'b0101: alu_result = op1 >> op2;  
            4'b1101: alu_result = $signed(op1) >>> op2;  
            4'b0010: alu_result = ($signed(op1) < $signed(op2)) ? 1 : 0;  
            4'b0011: alu_result = (op1 < op2) ? 1 : 0;  
            4'b1010: alu_result = op1 + op2;  
            4'b1011: alu_result = ($signed(op1) < $signed(op2)) ? 1 : 0;  
            4'b1100: alu_result = (op1 < op2) ? 1 : 0;  
            4'b1101: alu_result = op1 ^ op2;  
            4'b1110: alu_result = op1 | op2;  
            4'b1111: alu_result = op1 & op2;  
             default: alu_result = {WIDTH{1'b0}};
        endcase
    end
    assign zero = ~|alu_result;
endmodule
==> /design/flow/run.sh <==
#!/bin/bash
# OpenROAD 26Q1-2900-gdf79404cd8, Yosys 0.63+post, stock flow scripts
make -C /OpenROAD-flow-scripts/flow DESIGN_CONFIG=/design/flow/config.mk WORK_HOME=/design/flow/orfs finish
==> /design/flow/config.mk <==
export PLATFORM = sky130hd
export DESIGN_NAME = alu
export DESIGN_NICKNAME = alu
export VERILOG_FILES = /design/flow/design.v
export SDC_FILE = /design/flow/constraint.sdc
export NUM_CORES = 4
export LEC_CHECK = 1
export CORE_UTILIZATION = 30
==> /design/flow/constraint.sdc <==
current_design alu

set clk_period 18.2
set clk_io_pct 0.2

create_clock -name clk0 -period $clk_period

set non_clock_inputs [all_inputs -no_clocks]
set_input_delay [expr $clk_period * $clk_io_pct] -clock clk0 $non_clock_inputs
set_output_delay [expr $clk_period * $clk_io_pct] -clock clk0 [all_outputs]
==> impl_metrics.toml <==
# physical design summary
[synthesis]
syn-cell-area_sq_um = 10800
synth_warnings = 1
yosys-stat-cells = 1527
synth.distinct_cells = 85
avgSynthCellArea_sq_um = 7.07
synthCells = 1527
postSynthSeqShare = 0
ys_area_sq_um = 10800

[power_and_ir_drop]
power_mw = 0.393
p_sw_frac = 0.613
internal-power_mw = 0.152
vdd.ir_drop.worst_v = 0.0000235
leakage_nw = 4.85
switchingPower_mw = 0.241
power_density_nw_per_um2 = 31.9

[clocking]
postCtsHoldBufs = 0
cts_resized = 0
post_cts_buffers = 0

[die]
pin_count = 101
core_area_sq_um = 35500
chipWidth_um = 192
fp_util = 0.304
die_h_um = 192
die_area_sq_um = 36700
row_count = 69

[drt]
vias_per_cell = 6.63
wl_per_cell_um = 32.2
drt_iter0_drc = 1435
firstDrtPassIters = 6
ant_nets = 0
route.vias.total = 13300
wl_um = 64900
drcViolationCount = 0

[hold_path]
hp-start = "op2[1]"
min_to = "alu_result[1]"
whs_path_depth = 8
hold_class = "in -> out"

[timing]
slew_violations = 0
tightest_slew_ns = 0.987
fin_hold_ws_ns = 8.70
setup_viol = 0
grt_setup_unrepaired = "no"
fin_tns_setup_ns = 0
period_needed_ns = 13.38
slew_headroom = 0.340
max_clock_freq_ghz = 0.0747
finalClockPeriodUsage = 0.735
finalHoldViolCount = 0

[layout]
area_growth_syn_to_layout_pct = 14.0
clockBufferCount = 0
seqCellArea_sq_um = 0
postLayoutCellArea_sq_um = 12300
flops = 0
utilization = 0.347
drive_above_1_share = 0.128

[setup_path]
critPathSlowestCell = "a2111oi_1"
cp_data_required_time_ns = 14.56
crit_fanout = 39
cp-start-kind = "input port"
timing_worst_setup_path_type = "in -> out"
path_delay_family = "buffers and inverters"
cp_cell_sequence = "buf_4 > buf_4 > buf_4 > mux4_2 > mux2i_1 > nand2_1 > a311oi_1 > a221oi_1 > a2111oi_1 > buf_4 > o211ai_1 > nor4_1 > nand4_1 > nor4b_1 > and3_1 > clkdlybuf4s50_1"
end_kind = "output pin"
cpPeakStageDelay_ns = 0.75
crit_top_cell = "buf_4"
cp.buffers_inverters = 5
critPathArrivalTime_ns = 9.74

[run]
warning_count = 96
maxCapViolCount = 0

[placement]
port_buffers = 101
hpwl_um = 50900
globalplace.congestion = 1.08
placed_cell_area_sq_um = 12300

[global_routing]
grt_max_degree = 53
overflow = 0
antenna_found_initial = 3
grt_pass1_wl_um = 92300
grt_pass1_vias = 12500
grt.total_usage = 0.357

[status]
status = "finished clean"
-- synth_stat cells (17+ instances only) --
cell type / count / area share
nand4_1: 17 / 0.0099
inv_1: 95 / 0.033
a211oi_1: 27 / 0.019
a31oi_1: 31 / 0.018
o21ai_0: 92 / 0.043
nor4_1: 25 / 0.014
o211ai_1: 17 / 0.012
mux2_2: 32 / 0.033
mux4_2: 62 / 0.13
o22ai_1: 22 / 0.013
ha_1: 96 / 0.11
mux2i_1: 68 / 0.063
nor2_1: 133 / 0.046
clkbuf_1: 98 / 0.034
nand3_1: 45 / 0.021
o221ai_1: 20 / 0.016
a21o_1: 18 / 0.013
nor3_1: 39 / 0.018
a21oi_1: 97 / 0.045
nand2_1: 126 / 0.044
a221oi_1: 30 / 0.024
buf_2: 33 / 0.015
-- worst max path at each step --
stage	to	depth (start not counted)	slack, ns	from
4_1_cts	zero	16	4.81	op2[1]
5_1_grt	zero	16	4.34	op2[1]
6_report	zero	16	4.82	op2[1]
-- power by group through the flow --
stage	registers, mW	logic (mW)	clock network, mW
CTS	0	0.384	0
global route	0	0.415	0
-- per-layer routing --
metal  track usage  wire length (um)
met4        0.0946              2010
met2         0.552             29200
met5             0                18
met3        0.0654              5600
met1         0.510             28000
-- placed cells by master, fill, tap and decap left out, drive strengths merged, types with 9 or more instances in the layout --
cell type      instances
or2                   10
and2                  12
o21ai                 93
nor2                 133
mux2i                 68
nand2                126
mux2                  32
a31oi                 31
a211oi                28
o221ai                20
a211o                  9
nand3                 45
nand4                 17
a221oi                30
clkdlybuf4s50         97
nor4                  25
inv                   97
o2111ai               13
a21oi                 98
a311oi                11
buf                   69
o22ai                 22
a221o                 12
o21a                   9
o211ai                17
nor3                  40
mux4                  62
or3                   14
or4                   10
nor2b                 12
nand2b                14
and3                  14
a21o                  18
xnor2                 14
o31ai                 14
ha                    96
-- layout make-up --
class	instances	area, sq um
fill	3769	23200
multi-input combinational	1286	9870
timing repair buffer	166	1490
tap	461	577
inverter	99	372
antenna	1	2.50
-- stage by stage --
step	setup slack [ns]	std cells
after floorplan	6.23	1527
after CTS	4.81	2012
after global placement	4.72	2012
after global routing	4.34	2012
final	4.82	2013
after detailed placement	4.81	2012
-- cells by family (layout without fill, tap and decap cells) --
group           count (synthesis)  count (layout)  synth area share
buf+inv                       241             265            0.0880
simple gates                  499             499             0.229
mux                           162             162             0.226
xor+xnor                       17              17            0.0138
other cells                     0               1                 0
compound gates                510             510             0.329
fa+ha+maj                      98              98             0.115
No activity file was given, so power comes from the tool's default toggle rates.
