==> design/flow/design.v <==
`timescale 1ns / 1ps
module reg_file #(
    parameter WIDTH = 32
)(
        input logic clk,
        input logic reset_n,
        input logic reg_write,
        input logic [$clog2(WIDTH)-1:0] raddr1, 
        input logic [$clog2(WIDTH)-1:0] raddr2, 
        input logic [$clog2(WIDTH)-1:0] waddr, 
        input logic [WIDTH-1:0] wdata,
        output logic [WIDTH-1:0] rdata1,
        output logic [WIDTH-1:0] rdata2
    );
    logic [WIDTH-1:0] x [0: WIDTH-1]; 
    always_ff @(posedge clk,  negedge reset_n) begin  
        if (!reset_n)
            for (int i = 0; i < WIDTH; i++) begin 
                x[i] <= 0;
            end
        else if (reg_write && waddr != 0 )   
            x[waddr] <= wdata;
            x[0] <= 0; end
    always_comb begin
        rdata1 = x[raddr1];
        rdata2 = x[raddr2];
    end
endmodule
==> design/flow/run.sh <==
#!/bin/bash
# OpenROAD 26Q1-2900-gdf79404cd8, Yosys 0.63+post, stock flow scripts
make -C /OpenROAD-flow-scripts/flow DESIGN_CONFIG=/design/flow/config.mk WORK_HOME=/design/flow/orfs finish
==> design/flow/config.mk <==
export PLATFORM = sky130hd
export DESIGN_NAME = reg_file
export DESIGN_NICKNAME = reg_file
export VERILOG_FILES = /design/flow/design.v
export SDC_FILE = /design/flow/constraint.sdc
export NUM_CORES = 4
export LEC_CHECK = 1
export CORE_UTILIZATION = 50
==> design/flow/constraint.sdc <==
current_design reg_file

set clk_period 8.4
set clk_io_pct 0.2

create_clock -name clk0 -period $clk_period [get_ports {clk}]

set non_clock_inputs [all_inputs -no_clocks]
set_input_delay [expr $clk_period * $clk_io_pct] -clock clk0 $non_clock_inputs
set_output_delay [expr $clk_period * $clk_io_pct] -clock clk0 [all_outputs]
==> flow_metrics.tcl <==
# yosys + openroad results
set metrics [dict create \
    outcome "finished, final reports clean" \
    period_minus_slack_ns 7.65 \
    worstSetupStartpoint "raddr1[3]" \
    top_register "x" \
    grt_pass1_wl_mm 317 \
    relSlewSlack_pct 18.6 \
    warning_count 37 \
    cts_tree "built" \
    die.size.y_um 318 \
    largest_reg_flops 992 \
    die_w_um 318 \
    crit_arrival_ns 5.97 \
    grt_pass1_vias 41200 \
    synth.area.top_cells "dfrtp_1 50%, mux2_2 22%, a22oi_1 9.0%, and3_1 3.9%, clkbuf_1 2.8%" \
    wl_mm 227 \
    seq_area_frac_synth_pct 49.8 \
    post_cts.repair.setup_buffers 0 \
    top_cell "dfrtp_1" \
    clock_path_buffers 3 \
    clk_pin_slew_ns 0.06 \
    min_from "x[8][31]" \
    cp-start-kind "primary input" \
    hold_class "reg2reg" \
    setup_tns_ns 0 \
    p_leak_nw 25.6 \
    drc 0 \
    drt_first_pass_iters 9 \
    syn_area_per_cell_um2 12.0 \
    drt_iter0_drc 5185 \
    nFillCells 8018 \
    hold_viol_final 0 \
    edf_count 0 \
    top_regs "x x992" \
    grt_usage_pct 47.0 \
    hold_depth 1 \
    tightest_slew_ns 1.22 \
    wl_per_cell_um 41.3 \
    grt_antenna_before_repair 15 \
    max_cap_viol_count 0 \
    async_flop_share_pct 100 \
    rsz0062_at_grt "no" \
    finalMaxSlewViolations 0 \
    synth_flop_count 992 \
    r2r_start "x[12][3]" \
    power_w 0.0134 \
    cts-resized-gates 0 \
    syn_inst 4163 \
    area_delta_synth_final_pct 13.4 \
    ys_top_cells_by_count "992 x dfrtp_1, 971 x mux2_2, 596 x a22oi_1, 366 x clkbuf_1, 308 x and3_1" \
    pin_count 114 \
    worst-r2r-cell-count 1 \
    post-synth-top-area-cell "dfrtp_1" \
    drive_above_1_share_pct 34.9 \
    ys_cells 4163 \
    gp_congestion 1.06 \
    clkSinkCount 992 \
    rows 115 \
    cts.htree.levels 3 \
    setup.worst_path.end_class "primary output" \
    ant_nets 0 \
    fp-utilization_pct 50.6 \
    port_buffers 113 \
    peakVddDrop_mv 0.175 \
    finalSetupViolations 0 \
    critPathKind "in2out" \
    ys.flop_type "dfrtp_1" \
    cts_hold_buffers 0 \
    insertion_delay_ns 0.71 \
    yosys_area_um2 49800 \
    synth_top_area_share_pct 49.8 \
    chip_area_um2 101000 \
    timing.final.crit_share_pct 91.0 \
    numCtsBuffers 107 \
    coreArea_um2 98600 \
    cts-root-buf "clkbuf_16" \
    whs_ns 0.513 \
    critPathMaxFanout 21 \
    worst-endpoint-required_ns 6.72 \
    fmax_ghz 0.131 \
    dp_hpwl_mm 134 \
    syn_area_um2 49800 \
    fin_util_pct 57.3 \
    grt_max_degree 121 \
    yosys_warnings 2 \
    vias 41600 \
    skew_ns 0 \
    synth_cell_types 51 \
    dpl_cell_area_um2 52800 \
    post-route-cell-area_um2 56500 \
    grt_overflow 0 \
    viasPerCell 7.58 \
    powerDensity_nw_per_um2 237 \
]
==> routing by layer <==
layer  global-route usage, %  up-vias  wire (µm)
met2                    62.2     3497      91500
met5                    3.07        -        425
met4                    26.7       22      18000
li1                        -    16100          -
met1                    59.9    20900      78900
met3                    28.6     1104      38100
==> logic make-up after synthesis <==
group           synth area share (%)
flops                           49.8
buf+inv                         3.83
mux                             22.6
compound gates                  13.7
simple gates                    10.1
==> through the flow <==
step,instances,setup slack (ns)
floorplan,4163,3.41
global placement,5294,1.15
detailed placement,5294,1.10
CTS,5486,1.08
global route,5490,0.918
finish,5495,0.753
==> where the power goes <==
group	leakage (nW)	internal [W]	switching [W]
Clock	1.82	0.00299	0.00203
Sequential	12.7	0.00571	0.000844
Combinational	11.1	0.000994	0.000828
Total	25.6	0.00969	0.00370
==> cell type report <==
type	instances	area (µm²)	area share, %
antenna	9	22.5	0.0398
clock buffer	152	3150	5.57
clock inverter	40	556	0.983
inverter	4	15.0	0.0266
multi-input combinational	2692	23500	41.5
sequential	992	24800	43.9
tap	1287	1610	2.85
timing repair buffer	319	2880	5.10
==> worst max-delay path: stages <==
cell and delay [ns]:
clkdlybuf4s50_1 0.64, nor3b_2 1.05, buf_4 0.59, and2_1 0.55, buf_4 0.42, a22oi_1 0.13, nand4_1 0.11, or4_1 0.24
clkdlybuf4s50_1 0.51
==> layout by cell type (no fill, tap or decap), types with 5 or more instances in the layout <==
cell	count
a2111oi_0	94
a2111oi_4	6
a222oi_1	40
a22o_1	5
a22oi_1	596
a32oi_1	79
and2_2	44
and3_1	305
buf_12	16
buf_4	190
bufinv_16	13
clkbuf_1	16
clkbuf_16	108
clkbuf_8	28
clkdlybuf4s50_1	112
clkinv_2	19
clkinvlp_4	6
dfrtp_1	992
diode_2	9
mux2_1	23
mux2_2	971
mux2i_1	7
nand2_1	37
nand2_4	5
nand3_1	169
nand4_1	124
nor2_1	9
nor2_4	13
nor2b_1	6
nor3_1	5
nor3_2	6
nor3b_2	6
o21ai_0	7
or4_1	62
==> path summary, 6_finish.rpt <==
kind,endpoint,slack (ns)
min in group asynchronous,x[7][2],0.92
hold reg to reg,x[8][31],0.51
max in group asynchronous,x[31][19],5.48
hold / removal,x[8][31],0.51
setup / recovery,rdata1[9],0.75
setup reg to reg,x[12][3],7.44
Power and IR drop assume default switching activity.
